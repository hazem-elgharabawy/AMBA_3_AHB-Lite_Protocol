`/design/flow/config.mk`:
```
export PLATFORM = sky130hd
export DESIGN_NAME = Master
export DESIGN_NICKNAME = Master
export VERILOG_FILES = /design/flow/design.v
export SDC_FILE = /design/flow/constraint.sdc
export NUM_CORES = 4
export LEC_CHECK = 1
export CORE_UTILIZATION = 30
```
`/design/flow/run.sh`:
```
#!/bin/bash
# OpenROAD 26Q1-2900-gdf79404cd8, Yosys 0.63+post, stock flow scripts
make -C /OpenROAD-flow-scripts/flow DESIGN_CONFIG=/design/flow/config.mk WORK_HOME=/design/flow/orfs finish
```
`/design/flow/design.v`:
```
module Master (
    input bit           HCLK,
    input logic         HRESETn,
    input logic [31:0]  HRDATA,
    input logic         HREADY,
    input logic         HRESP,
    input logic [31:0]  data_in,
    input logic [3:0]   opcode,
    input logic [31:0]  addr,
    input logic         enable,
    input logic         new_trans,
    input logic         busy,
    output logic [31:0] HADDR,
    output logic        HWRITE,
    output logic [2:0]  HSIZE,
    output logic [2:0]  HBURST,
    output logic [3:0]  HPROT,
    output logic [1:0]  HTRANS,
    output logic        HMASTLOCK,
    output logic [31:0] HWDATA,
    output logic [31:0] data_out,
    output logic        data_valid,
    output logic        error,
    output logic        WAIT
);
    typedef enum  { 
        IDLE,
        NON_SEQ,
        SEQ,
        BUSY,
        ERROR
    } states_e;
    states_e current_state;
    states_e next_state;    
    logic rdata_phase_rem;
    logic wdata_phase_rem;
    logic wdata_rem_flag;
    logic rdata_rem_flag;
    logic data_phase_rem_done;
    logic first_addr_flag; 
    logic first_addr_phase;
    logic first_addr_phase_done;
    logic [4:0] wait_states;
    logic wait_flag;
    logic  [31:0]   data_in_reg;
    assign HMASTLOCK = 0;  
    assign HPROT = 2'b00;  
    always @(posedge HCLK or negedge HRESETn) begin
        if (!HRESETn) begin
            current_state <= IDLE;
        end
        else begin
            current_state <= next_state;
        end
    end
    always @(*) begin
        wdata_rem_flag =0;
        rdata_rem_flag=0;
        first_addr_flag=0;
        wait_flag = 0;  
        case (current_state)
            IDLE: begin
                if (enable && new_trans) begin
                    next_state = NON_SEQ;
                    first_addr_flag = 1;
                end
                else begin
                    next_state = IDLE;
                end
            end 
            NON_SEQ: begin
                if (!enable) begin
                   next_state = IDLE;
                end
                else if (!HREADY && HRESP) begin
                    next_state = ERROR;
                end
                else if (!HREADY && !first_addr_phase && wait_states == 4'b1111) begin
                    next_state = IDLE;   
                end
                else if (!HREADY && !first_addr_phase && wait_states != 4'b1111) begin
                    next_state = NON_SEQ;   
                end
                else if (new_trans) begin
                    next_state = NON_SEQ;
                    wdata_rem_flag = HWRITE;
                    rdata_rem_flag = !HWRITE;
                end
                else if (HBURST)begin
                    next_state = SEQ;
                    wdata_rem_flag = HWRITE;
                    rdata_rem_flag = !HWRITE; 
                end
                else begin
                    next_state = IDLE;
                    wdata_rem_flag = HWRITE;
                    rdata_rem_flag = !HWRITE;
                end
            end
            SEQ: begin
                if (!enable) begin
                   next_state = IDLE;
                end
                else if (!HREADY && HRESP) begin
                    next_state = ERROR;
                end
                else if (!HREADY && wait_states == 4'b1111) begin
                    next_state = IDLE;
                end
                else if (!HREADY && wait_states != 4'b1111) begin
                    next_state = SEQ;  
                    wait_flag = 1;
                end
                else if (new_trans) begin 
                    next_state = NON_SEQ;
                    wdata_rem_flag = HWRITE;
                    rdata_rem_flag = !HWRITE;
                end
                else if (opcode[3]) begin
                    if(busy) begin
                        next_state = BUSY;    
                    end
                    else begin
                        next_state = SEQ;
                        wdata_rem_flag = HWRITE;
                        rdata_rem_flag = !HWRITE;    
                    end            
                end
                else begin
                    next_state = IDLE;
                    wdata_rem_flag = HWRITE;
                    rdata_rem_flag = !HWRITE;
                end
            end
            BUSY: begin
                if (!enable) begin
                    next_state = IDLE;
                end
                if(!busy) begin
                    next_state = SEQ;
                end
                else begin
                    next_state = BUSY;
                end
            end
            ERROR: begin
                if (!enable) begin
                    next_state = IDLE;
                end
                if (HREADY && HRESP) begin
                    if (new_trans) begin
                        next_state = NON_SEQ;
                        first_addr_phase = 1;    
                    end
                    else begin
                        next_state = IDLE;
                    end
               end
               else begin 
                    next_state = ERROR;
               end
            end
            default: begin
                next_state = IDLE;
            end 
        endcase
    end
    always @(*) begin      
        HTRANS = 0;
        HWDATA  = 0;
        data_out = 0;
        data_valid = 0;
        WAIT = 0;
        error = 0;
        case (current_state)
            IDLE: begin
                HTRANS = 0;
                if (rdata_phase_rem || wdata_phase_rem ) begin
                    if (!HREADY) begin
                        WAIT = 1;
                        if (wdata_phase_rem) begin
                            HWDATA = data_in_reg;  
                        end    
                    end
                    else begin
                        WAIT = 0;
                        if (wdata_phase_rem) begin
                            HWDATA = data_in_reg;
                        end
                        else if (rdata_phase_rem) begin
                            data_out = HRDATA;
                            data_valid = 1;
                        end   
                    end    
                end        
            end
            NON_SEQ: begin
                HTRANS = 2;
                if (!HREADY) begin
                    WAIT = 1;
                    if (wdata_phase_rem) begin
                        HWDATA = data_in_reg;  
                    end
                end
                else begin
                    if (wdata_phase_rem) begin
                        HWDATA = data_in_reg;
                    end
                    else if (rdata_phase_rem) begin
                        data_out = HRDATA;
                        data_valid = 1;
                    end
                end
            end
            SEQ: begin
                HTRANS = 3;
                if (!HREADY) begin
                    WAIT = 1;
                    if (wdata_phase_rem) begin
                        HWDATA = data_in_reg;  
                    end
                end
                else begin
                    WAIT = 0;
                    if (wdata_phase_rem) begin
                        HWDATA = data_in_reg;
                    end
                    else if (rdata_phase_rem) begin
                        data_out = HRDATA;
                        data_valid = 1;
                    end
                end
            end
            BUSY: begin
                HTRANS = 1;
            end
            ERROR: begin
               HTRANS = 0;
               error = 1;
            end
            default: begin
                HTRANS = 0;
                HWDATA = 0;
                data_out = 0;
                data_valid = 0;
                WAIT = 0;
            end 
        endcase
    end
    always @(posedge HCLK or negedge HRESETn) begin
        if (!HRESETn) begin
            data_in_reg <= 0;
            HADDR <= 0;
            HBURST <= 0;
            HWRITE <= 0;
            HSIZE <= 0;
        end
        else begin
            data_in_reg <= data_in;
            HADDR <= addr;
            HBURST <=  {2'b0,opcode[3]};     
            HWRITE <= opcode[2];             
            if (opcode[1:0] == 2'b11)        
                HSIZE <= 00;                 
            else 
                HSIZE <= opcode[1:0];            
        end
    end
    always @(posedge HCLK or negedge HRESETn) begin
        if (!HRESETn) begin
            rdata_phase_rem <= 0;
            wdata_phase_rem <= 0;
            data_phase_rem_done <= 0;
        end
        else if(data_phase_rem_done && HREADY && !wdata_rem_flag && !rdata_rem_flag)begin
            rdata_phase_rem <= 0;
            wdata_phase_rem <= 0;
            data_phase_rem_done <= 0;
        end
        else if (wdata_rem_flag) begin
            wdata_phase_rem <=1;
            data_phase_rem_done <= 1;    
        end
        else if (rdata_rem_flag) begin
            rdata_phase_rem <= 1;
            data_phase_rem_done <= 1;
        end
    end
    always @(posedge HCLK or negedge HRESETn) begin
        if (!HRESETn) begin
            first_addr_phase <=0;
            first_addr_phase_done <=0;
        end
        else if (first_addr_phase_done) begin
            first_addr_phase <= 0;
            first_addr_phase_done <= 0;
        end
        else if (first_addr_flag) begin
            first_addr_phase <= 1;
            first_addr_phase_done <= 1;
        end
    end
    always @(posedge HCLK or negedge HRESETn) begin
        if (!HRESETn) begin
            wait_states <=0;
        end
        else if (wait_states==15) begin
            wait_states <= 0;
        end
        else if (wait_flag) begin
            wait_states = wait_states + 1;
        end
        else begin
            wait_states <= 0;
        end
    end
endmodule
```
`/design/flow/constraint.sdc`:
```
current_design Master

set clk_period 3.7
set clk_io_pct 0.2

create_clock -name clk0 -period $clk_period [get_ports {HCLK}]

set non_clock_inputs [all_inputs -no_clocks]
set_input_delay [expr $clk_period * $clk_io_pct] -clock clk0 $non_clock_inputs
set_output_delay [expr $clk_period * $clk_io_pct] -clock clk0 [all_outputs]
```
==> flow_summary.json <==
{
  "outcome": "completed",
  "timing_worst_setup_path_type": "in -> out",
  "post_dr_wirelength_cell_um": 14.5,
  "crit_path_start": "HREADY",
  "mostFrequentLayoutCell": "sky130_fd_sc_hd__clkdlybuf4s50_1",
  "final.setup_skew_ps": 5.27,
  "timing.critical_path.from_type": "input pin",
  "yosys-stat-cells": 218,
  "worstMarginPinSlew_ps": 645,
  "finalCritPeriodShare_pct": 82.6,
  "tool_warning_count": 25,
  "maxCapViolations": 0,
  "synth.yosys.seq_area_share_pct": 69.5,
  "register_area_mm2": 0.00203,
  "post-layout-total-power_w": 0.00212,
  "route.antenna.diode_count": 0,
  "yosys.area_share.adder_pct": 0.857,
  "r2r_end": "current_state[2]",
  "hold_violations": 0,
  "dpl.hpwl_mm": 6.43,
  "grt_setup_unrepaired": "no",
  "finalWirelength_mm": 8.25,
  "maxSlewViolCount": 0,
  "post_synth.cell_area_avg_um2": 13.4,
  "critical_path_arrival_ps": 2320,
  "end_kind": "output port",
  "mappedNetlistArea_mm2": 0.00292,
  "cts.hold.buffers_added": 0,
  "number_of_h_tree_branching_levels": 3,
  "grt_antenna_before_repair": 0,
  "drtIter0Drc": 49,
  "path_depth_of_the_worst_reg2reg_path": 5,
  "synth_simple_gate_area_share_pct": 20.6,
  "critPathMaxFanout": 33,
  "final-setup-viol-count": 0,
  "clk_pin_slew_ps": 80,
  "required_ps": 2960,
  "tritoncts_clock_tree": "built",
  "post_route_cells_drive_above_1_share_pct": 9.09,
  "io_pins": 220,
  "setup-tns-final_ps": 0,
  "design.core.area_mm2": 0.00933,
  "comb_area_um2": 785,
  "vias_in_the_first_global_route": 2455,
  "starting_density_of_the_core_pct": 31.3,
  "area_delta_synth_final_pct": 83.1,
  "overflow": 0,
  "power_density_mw_per_mm2": 397,
  "multiplexer_share_of_the_synthesized_area_pct": 0,
  "buffer_ports.inserted": 211,
  "x_dimension_of_the_die_um": 101,
  "synth_flop_count": 81,
  "cts_post_setup_buffers_inserted": 0,
  "synthArstFlopShare_pct": 100,
  "synthTopLogicFamily": "simple AND/OR/NAND/NOR gates",
  "worstHoldPathType": "in -> async",
  "fmax_ghz": 0.327,
  "remaining_drc_errors": 0,
  "ys_types": 39,
  "insertion_delay_ps": 340,
  "ys_area_mm2": 0.00292,
  "first_pass_drt_iterations": 4,
  "rr_startpoint": "wait_states[0]",
  "xor_share_pct": 0.600,
  "grt_start_max_net_pins": 54,
  "peakVddDrop_uv": 260,
  "ctsResizeCount": 0,
  "most_frequent_cells_in_the_layout": "sky130_fd_sc_hd__clkdlybuf4s50_1, sky130_fd_sc_hd__dfrtp_1, sky130_fd_sc_hd__and2_1",
  "rows": 35,
  "cts_num_sinks": 81,
  "count_of_flip_flops_with_a_built_in_enable_after_synthesis": 0,
  "antenna_violating_nets_post_route": 0,
  "leakage_nw": 2.24,
  "track_usage_pct": 16.6,
  "clock_tree.root_cell": "sky130_fd_sc_hd__clkbuf_8",
  "max-slew-margin-rel_pct": 57.0,
  "fillers": 820,
  "cts_buffers": 9,
  "route.detailed.vias_per_inst": 4.14,
  "r2r_setup_slk_ps": 2160,
  "synthesis.instances": 218,
  "dieArea_mm2": 0.0101,
  "cts_max_path_buffers": 2,
  "worstSetupEndpoint": "data_out[25]",
  "synth_warnings": 3,
  "min_period_ps": 3060,
  "chip_height_um": 101,
  "ys_dominant_reg_cell": "sky130_fd_sc_hd__dfrtp_1",
  "gpl.final_weighted_congestion": 0.820,
  "grt_first_pass_wirelength_mm": 12.2,
  "aoi_share_pct": 3.77,
  "route.vias.total": 2356
}
metrics by stage:
step / utilization, % / setup slack (ps) / area (µm²) / hold slack, ps / instances
floorplan: - / 1500 / 2950 / 433 / 225
global placement: 55.1 / 616 / 5140 / 448 / 554
detailed placement: 55.1 / 601 / 5140 / 461 / 554
CTS: 57.3 / 603 / 5350 / 443 / 569
global route: 57.3 / 525 / 5350 / 464 / 569
finish: 57.3 / 642 / 5350 / 433 / 569
worst min-delay path by stage:
stage	from	end	slack [ps]	cells past startpoint
CTS	HRESETn	HADDR[4]	440	1
finish	HRESETn	HADDR[4]	430	1
global route	HRESETn	HADDR[4]	460	1
final cells by class:
cell class	instances	share of cell area, %
Sequential cell	81	37.9
Multi-Input combinational cell	123	14.7
Clock inverter	5	1.52
Inverter	6	0.421
Timing Repair Buffer	215	40.0
Clock buffer	10	2.39
Tap cell	129	3.02
kinds of logic after synthesis:
group           after synthesis
simple gates                 95
flops                        81
buf+inv                      21
compound gates               16
xor+xnor                      2
fa+ha+maj                     2
other cells                   1
cell usage after synthesis (2+ instances only):
cell type	count	share of area, %
sky130_fd_sc_hd__buf_4	8	2.1
sky130_fd_sc_hd__o21ai_0	4	0.69
sky130_fd_sc_hd__and2_1	53	11
sky130_fd_sc_hd__nand2_1	3	0.39
sky130_fd_sc_hd__nand3b_1	2	0.51
sky130_fd_sc_hd__nor2b_1	6	1.3
sky130_fd_sc_hd__and2_2	12	3.1
sky130_fd_sc_hd__dfrtp_1	80	69
sky130_fd_sc_hd__inv_1	5	0.64
sky130_fd_sc_hd__ha_1	2	0.86
sky130_fd_sc_hd__buf_6	3	1.2
sky130_fd_sc_hd__clkbuf_1	3	0.39
sky130_fd_sc_hd__nor2_1	6	0.77
sky130_fd_sc_hd__nand3_1	4	0.69
sky130_fd_sc_hd__o21a_1	2	0.51
sky130_fd_sc_hd__a21oi_1	2	0.34
per-layer routing:
metal  vias up  global-route usage, %  wire length, µm
li1       1105                      -                -
met1      1088                   18.9             2780
met2       153                   29.2             4100
met3        10                   8.25             1250
met4         0                   2.12              120
met5         -                      0                0
critical path: stages:
cell                              delay (ps)
sky130_fd_sc_hd__clkdlybuf4s50_1         480
sky130_fd_sc_hd__nand2_1                  90
sky130_fd_sc_hd__nor3_4                  100
sky130_fd_sc_hd__buf_4                   250
sky130_fd_sc_hd__and2_1                  190
sky130_fd_sc_hd__clkdlybuf4s50_1         470
report_power, final:
part           internal (W)  switching (W)
clock              0.000376       0.000298
sequential         0.000939      0.0000279
combinational      0.000345       0.000136
